==> flow/run.sh <==
#!/bin/bash
# OpenROAD 26Q1-2900-gdf79404cd8, Yosys 0.63+post, stock flow scripts
make -C /OpenROAD-flow-scripts/flow DESIGN_CONFIG=/design/flow/config.mk WORK_HOME=/design/flow/orfs finish
==> flow/config.mk <==
export PLATFORM = sky130hd
export DESIGN_NAME = reset_gen
export DESIGN_NICKNAME = reset_gen
export VERILOG_FILES = /design/flow/design.v
export SDC_FILE = /design/flow/constraint.sdc
export NUM_CORES = 4
export LEC_CHECK = 1
export CORE_AREA = 10 10 70 70
export DIE_AREA = 0 0 80 80
==> flow/constraint.sdc <==
current_design reset_gen

set clk_period 2.0
set clk_io_pct 0.2

create_clock -name clk0 -period $clk_period [get_ports {clk_i}]

set non_clock_inputs [all_inputs -no_clocks]
set_input_delay [expr $clk_period * $clk_io_pct] -clock clk0 $non_clock_inputs
set_output_delay [expr $clk_period * $clk_io_pct] -clock clk0 [all_outputs]
==> flow/design.v <==
module reset_gen
(
    input  clk_i,
    output rst_o
);
reg [3:0] count_q = 4'b0;
reg       rst_q   = 1'b1;
always @(posedge clk_i) 
if (count_q != 4'hF)
    count_q <= count_q + 4'd1;
else
    rst_q <= 1'b0;
assign rst_o = rst_q;
endmodule
==> metrics.yaml <==
tritoncts: "done"
grtUsageTotal_pct: 0.7682
n_antenna_cell: 0
placed_area_um2: 271.5
worst_setup_path_end_kind: "primary output"
internal-power_uw: 189.5
p_switching_uw: 37.98
cts.clk_slew.worst_paths_ns: 0.04
grt_setup_unrepaired: "no"
htreeDepth: 1
die_x_um: 80
netSwitchingFraction_pct: 16.69
place_ws_ns: 0.6941
worstSetupPathType: "reg2out"
finalSetupViolCount: 0
drt_iter0_drc: 8
fin_tns_setup_ns: 0
postRouteWirelength_um: 245
firstDrtPassIters: 2
ant_nets: 0
insertion_delay_ns: 0.24
ys_cells: 13
numPortBuffers: 1
leakagePower_nw: 0.1051
worstReg2RegEnd: "count_q[1]"
critPathLaunchType: "flop"
vdd_drop_max_mv: 0.1442
status: "finished clean"
r2r-start: "count_q[0]"
hold_viol_final: 0
cpPeakStageDelay_ns: 0.45
cp_num_buf_inv: 1
finalCritPeriodShare_pct: 70.02
dp.cells: 60
hp-start: "count_q[1]"
yosysWarnings: 1
holdPathStages: 1
hold_end: "count_q[1]"
synth_area_um2: 203.9
cts_inserted_buffers: 3
antenna_found_initial: 0
rrSetupSlack_ns: 0.68
tool_warnings: 25
grt_max_degree: 5
post_drt_wl_per_cell_um: 3.828
dieArea_mm2: 0.006400
skew_ns: 0.003713
finalWeightedCongestion: 0.6166
rows: 21
coreArea_mm2: 0.003416
finalCriticalPeriod_ns: 1.400
cts_root_buf: "clkbuf_4"
synth.avg_cell_area_um2: 15.69
fin_area_um2: 297.8
critPathRequiredTime_ns: 1.60
syn_inst: 13
num_vias: 105
cts_sinks: 5
clk_path_buf_depth: 2
hold_path.class: "reg2reg"
ioPinCount: 2
ys_chip_area_um2: 203.9
cts_resized: 0
drv_cap: 0
syn_to_final_growth_pct: 46.01
p_clk_share_pct: 49.7
drive_gt1_share_pct: 22.22
crit_chain: "clkdlybuf4s50_1"
synthDistinctLibCells: 8
core_util_floorplan_pct: 5.971
post_cts_buffers: 0
drv_slew: 0
overflow: 0
die_y_um: 80
comb_power_share_pct: 0.1
synth-seq-cells: 5
grt_pass1_vias: 79
via_per_inst: 1.641
cp_max_fo: 1
pwr_density_cell_mw_per_mm2: 764.0
drc: 0
ys_seq_share_pct: 73.62
crit_family: "buffers and inverters"
grt_first_pass_wirelength_um: 345
slowest_stage: "clkdlybuf4s50_1"
stdcell_count: 64
critical_path_arrival_ns: 1.00
reg2regPathDepth: 3
whs_ns: 0.5674
seq_power_share_pct: 50.3
fmax_mhz: 714.1
cts_hold_buf: 0
timing.final.ws_setup_ns: 0.5996
[sequential cells by signal, indices dropped and copies added, names as in the netlist]
signal   cells
rst_q        1
count_q      4
[placed cells by master (no fill, tap or decap), drive strengths merged]
cell type      netlist  final
clkbuf               0      4
xnor2                1      1
and3                 1      1
edfxtp               5      5
inv                  2      2
xor2                 1      1
nand3                1      1
conb                 1      1
ha                   1      1
clkdlybuf4s50        0      1
[power by group through the flow]
stage / sequential [mW] / combinational, mW / clock (mW)
CTS: 0.114 / 0.000189 / 0.117
global route: 0.114 / 0.000368 / 0.127
finish: 0.114 / 0.000171 / 0.113
[area by class of cell]
cell class,count,area (um2)
clock buffer,4,26.28
fill,395,3118
sequential,5,150.1
timing repair buffer,1,10.01
inverter,2,7.507
tap,46,57.56
multi-input combinational,6,46.29
[synth_stat cells]
library cell | instances | area (um2)
edfxtp_1 | 5 | 150.1
inv_1 | 2 | 7.510
and3_2 | 1 | 7.510
conb_1 | 1 | 3.750
ha_1 | 1 | 12.51
nand3_1 | 1 | 5.000
xnor2_1 | 1 | 8.760
xor2_1 | 1 | 8.760
[worst max path at each step]
stage / start / end / slack [ns] / cells past startpoint
global route: rst_q / rst_o / 0.57 / 1
CTS: rst_q / rst_o / 0.59 / 1
finish: rst_q / rst_o / 0.60 / 1
[metal layers]
layer	routed length (um)	global-route usage, %	up-vias
li1	-	-	53
met1	98	0.8097	45
met2	78	0.4815	7
met3	68	1.591	0
met4	0	0.1761	0
met5	0	0	-
[logic make-up (layout without fill, tap and decap cells)]
kind of cell / count (synthesis) / in the layout / share of synthesized area (%)
simple gates: 2 / 2 / 6.134
flops: 5 / 5 / 73.62
fa+ha+maj: 1 / 1 / 6.134
other cells: 1 / 1 / 1.839
xor+xnor: 2 / 2 / 8.591
buf+inv: 2 / 7 / 3.682
[per-stage QoR]
stage	total power [mW]	utilization [%]
after floorplan	0.1162	-
after global placement	0.1162	7.949
after detailed placement	0.1162	7.949
after CTS	0.2315	8.718
after global routing	0.2419	8.718
final	0.2275	8.718
Power is estimated from default activity; no workload was simulated.
